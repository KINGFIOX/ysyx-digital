## flow/run.sh

```bash
#!/bin/bash
# OpenROAD 26Q1-2900-gdf79404cd8, Yosys 0.63+post, stock flow scripts
make -C /OpenROAD-flow-scripts/flow DESIGN_CONFIG=/design/flow/config.mk WORK_HOME=/design/flow/orfs finish
```

## flow/config.mk

```make
export PLATFORM = sky130hd
export DESIGN_NAME = vga_ctrl
export DESIGN_NICKNAME = vga_ctrl
export VERILOG_FILES = /design/flow/design.v
export SDC_FILE = /design/flow/constraint.sdc
export NUM_CORES = 4
export LEC_CHECK = 1
export CORE_AREA = 10 10 112 112
export DIE_AREA = 0 0 122 122
```

## flow/constraint.sdc

```tcl
current_design vga_ctrl

set clk_period 4.1
set clk_io_pct 0.2

create_clock -name clk0 -period $clk_period [get_ports {pclk}]

set non_clock_inputs [all_inputs -no_clocks]
set_input_delay [expr $clk_period * $clk_io_pct] -clock clk0 $non_clock_inputs
set_output_delay [expr $clk_period * $clk_io_pct] -clock clk0 [all_outputs]
```

## flow/design.v

```verilog
module vga_ctrl (
        input pclk,
        input reset,
        input [23:0] vga_data,
        output [9:0] h_addr,
        output [9:0] v_addr,
        output hsync,
        output vsync,
        output valid,
        output [7:0] vga_r,
        output [7:0] vga_g,
        output [7:0] vga_b
    );
    parameter h_frontporch = 96;
    parameter h_active = 144;
    parameter h_backporch = 784;
    parameter h_total = 800;
    parameter v_frontporch = 2;
    parameter v_active = 35;
    parameter v_backporch = 515;
    parameter v_total = 525;
    reg [9:0] x_cnt;
    reg [9:0] y_cnt;
    wire h_valid;
    wire v_valid;
    always @(posedge pclk) begin
        if(reset == 1'b1) begin
            x_cnt <= 1;
            y_cnt <= 1;
        end
        else begin
            if(x_cnt == h_total) begin
                x_cnt <= 1;
                if(y_cnt == v_total)
                    y_cnt <= 1;
                else
                    y_cnt <= y_cnt + 1;
            end
            else
                x_cnt <= x_cnt + 1;
        end
    end
    assign hsync = (x_cnt > h_frontporch);
    assign vsync = (y_cnt > v_frontporch);
    assign h_valid = (x_cnt > h_active) & (x_cnt <= h_backporch);
    assign v_valid = (y_cnt > v_active) & (y_cnt <= v_backporch);
    assign valid = h_valid & v_valid;
    assign h_addr = h_valid ? (x_cnt - 10'd145) : 10'd0;
    assign v_addr = v_valid ? (y_cnt - 10'd36) : 10'd0;
    assign {vga_r, vga_g, vga_b} = vga_data;
endmodule
```

==> metrics.cfg <==
[status]
status = complete, no violations

[clock_tree]
cts_setup_buffers = 0
cts_resized = 0
clk_pin_slew_ns = 0.08
hold_buffers = 0
clk_path_buf_depth = 2
cts_tree = yes
clock-sinks = 20
numCtsBuffers = 3
clock-root-buffer = clkbuf_8
cts_max_level = 1
clk_latency_ns = 0.26

[run]
max_cap_viol_count = 0
warnings = 31

[die]
coreArea_um2 = 10200
die_w_um = 122
rows = 37
num_io_pins = 73
die_height_um = 122
fp_util_pct = 16.6
die-area_um2 = 14900

[setup_path]
r2r_start = x_cnt[0]$_SDFF_PP1_
cp.required_ns = 3.28
worstRegToRegCells = 6
cp.arrival_ns = 2.54
startpoint_type = flop
critPathMaxFanout = 12
r2r-end = y_cnt[8]$_SDFFE_PP0P_
rrSetupSlack_ns = 1.77
path_class = reg -> out
worst_setup_path_end_kind = output port
startpoint = y_cnt[5]$_SDFFE_PP0P_
crit_end = valid

[worst_hold_path]
min_path_type = reg -> reg
holdPathStages = 2

[yosys]
synth_warnings = 1
flop_cell = dfxtp_1
yosys.cell_count.top_type = nor2_1
edf_count = 0
top_area_share_pct = 23.6
synth-area-yosys_um2 = 1700
ys.flops = 20
syn_area_um2 = 1700
top_cells_by_area = dfxtp_1, buf_4, xnor2_1, nor2_1, ha_1
synth_stat.cells = 225
avgSynthCellArea_um2 = 7.54
synth-seq-area-share_pct = 23.6
yosysUniqueCellTypes = 42
largest_area_cell = dfxtp_1
common_cells = nor2_1, buf_4, dfxtp_1, xnor2_1
async_flop_share_pct = 0
syn_inst = 225

[timing]
fin_skew_ns = 0.00886
finalSetupTns_ns = 0
setup_violations = 0
worst_hold_slack_ns = 0.538
grt_setup_unrepaired = no
fmax_ghz = 0.298
tightestPinTransition_ns = 0.692
fin_crit_sh_pct = 81.8
relSlewSlack_pct = 53.5
fin_crit_ns = 3.36
final_hold_viol_count = 0
drv_slew = 0

[placed_design]
place_congestion = 0.820
detailed_place.area_um2 = 1860
port-buffer-count = 24
dpl.hpwl_mm = 2.99

[route]
vias_per_cell = 4.01
ant_nets = 0
drtIter0Drc = 50
drc_errors = 0
post_drt_wl_per_cell_um = 11.2
vias = 1410
first_pass_iters = 4
wl_mm = 3.93
antennaDiodeCount = 0

[global_routing]
overflow = 0
grt_usage_pct = 5.31
grt_max_degree = 13
grt_antenna_before_repair = 0
grt_pass1_wl_mm = 6.62
first_global_vias = 1345

[layout]
nFillCells = 1127
syn_to_final_growth_pct = 13.9
drive_gt1_share_pct = 5.09
final_cell_area_um2 = 1930

[power]
ir_drop_uv = 112
p_per_area_nw_per_um2 = 227
leakage_nw = 0.662

==> metrics by stage <==
step / cells / total power, mW / setup slack (ns) / utilization (%)
floorplan: 225 / 0.253 / 1.45 / -
global placement: 348 / 0.243 / 0.964 / 18.2
detailed placement: 348 / 0.243 / 0.973 / 18.2
CTS: 352 / 0.444 / 0.664 / 18.9
global route: 352 / 0.457 / 0.516 / 18.9
finish: 352 / 0.438 / 0.744 / 18.9
==> worst min-delay path by stage <==
stage	start	to	slack [ns]
CTS	y_cnt[1]$_SDFFE_PP0P_	y_cnt[1]$_SDFFE_PP0P_	0.54
global route	y_cnt[1]$_SDFFE_PP0P_	y_cnt[1]$_SDFFE_PP0P_	0.59
finish	y_cnt[1]$_SDFFE_PP0P_	y_cnt[1]$_SDFFE_PP0P_	0.54
==> sequential cells by signal, indices dropped and copies added, names as in the netlist <==
signal	cells
y_cnt	10
x_cnt	10
==> critical path, cell delays in order (launching register included) <==
cell	delay (ns)
dfxtp_1	0.44
or4_1	0.61
o31ai_1	0.20
o21ai_1	0.28
nor2_1	0.25
clkdlybuf4s50_1	0.50
==> per-layer routing <==
layer	wire [um]	vias to the layer above	GRT usage (%)
li1	-	719	-
met1	1660	650	6.48
met2	1990	39	9.15
met3	255	2	1.74
met4	27	0	0.596
met5	0	-	0
==> cell type report <==
type | instances | area [um^2] | share of cell area (%)
Multi-Input combinational cell | 157 | 1000 | 52.0
Sequential cell | 20 | 400 | 20.7
Timing Repair Buffer | 25 | 248 | 12.8
Tap cell | 136 | 170 | 8.81
Clock buffer | 3 | 41.3 | 2.14
Inverter | 10 | 37.5 | 1.94
Clock inverter | 1 | 30.0 | 1.55
==> cells by family (layout without fill, tap and decap cells) <==
| group | count (synthesis) | in the layout | synth area share [%] |
|---|---|---|---|
| XOR/XNOR | 22 | 22 | 11.4 |
| multiplexers | 2 | 2 | 1.18 |
| flip-flops | 20 | 20 | 23.6 |
| AND-OR/OR-AND | 28 | 28 | 10.3 |
| buffers and inverters | 48 | 39 | 17.2 |
| adder cells (fa/ha/maj) | 9 | 9 | 6.64 |
| AND/OR/NAND/NOR | 96 | 96 | 29.8 |
==> layout by cell type (no fill, tap or decap), types with 2 or more instances in the layout <==
| cell | Yosys | final |
|---|---|---|
| nor2_1 | 33 | 33 |
| mux2i_1 | 2 | 2 |
| clkbuf_8 | 0 | 3 |
| ha_1 | 9 | 9 |
| inv_1 | 10 | 10 |
| xor2_1 | 2 | 2 |
| clkdlybuf4s50_1 | 0 | 24 |
| or3b_2 | 2 | 2 |
| o21ai_0 | 4 | 4 |
| or4_1 | 4 | 4 |
| nand2b_1 | 3 | 3 |
| nor4_1 | 5 | 5 |
| nand4_1 | 2 | 2 |
| o31ai_1 | 2 | 2 |
| nor3b_1 | 2 | 2 |
| or3_1 | 4 | 4 |
| nand3_1 | 12 | 12 |
| a21oi_1 | 11 | 11 |
| a21o_1 | 2 | 2 |
| nand2_1 | 12 | 12 |
| and3_1 | 2 | 2 |
| xnor2_1 | 20 | 20 |
| nor3_1 | 8 | 8 |
| o21bai_1 | 2 | 2 |
| dfxtp_1 | 20 | 20 |
==> power breakdown <==
| group | internal [mW] | total [mW] | leakage [nW] | switching, mW |
|---|---|---|---|---|
| Clock | 0.130 | 0.199 | 0.0357 | 0.0685 |
| Sequential | 0.198 | 0.206 | 0.162 | 0.00822 |
| Combinational | 0.0152 | 0.0331 | 0.465 | 0.0179 |
No activity file was given, so power comes from the tool's default toggle rates.

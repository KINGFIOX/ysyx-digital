==> /design/flow/design.v <==
module alu(
    input  signed [3:0] A,  
    input  signed [3:0] B,  
    input         [2:0] OP,
    output reg           OF,
    output reg           ZF,
    output reg signed [3:0] Y  
);
    always @(*) begin
        Y  = 0;
        OF = 0;
        ZF = 1;
        case (OP)
            3'b000: begin  
                Y   = A + B;
                OF  = (A[3] == B[3]) && (Y[3] != A[3]);
                ZF  = (Y == 0);
            end
            3'b001: begin  
                Y   = A - B;
                OF  = (A[3] != B[3]) && (Y[3] != A[3]);
                ZF  = (Y == 0);
            end
            3'b010: begin  
                Y  = ~A;
                OF = 0;
                ZF = (Y == 0);
            end
            3'b011: begin  
                Y  = A & B;
                OF = 0;
                ZF = (Y == 0);
            end
            3'b100: begin  
                Y  = A | B;
                OF = 0;
                ZF = (Y == 0);
            end
            3'b101: begin  
                Y  = A ^ B;
                OF = 0;
                ZF = (Y == 0);
            end
            3'b110: begin  
                Y  = (A < B) ? 1 : 0;
                OF = 0;
                ZF = (Y == 0);
            end
            3'b111: begin  
                Y  = (A == B) ? 1 : 0;
                OF = 0;
                ZF = (Y == 0);
            end
            default: begin
                Y  = 0;
                OF = 0;
                ZF = 1;
            end
        endcase
    end
endmodule
module bcd7seg(
        input        en,         
        input  [3:0] b,          
        output reg [6:0] h       
    );
    always @(*) begin
        if (en) begin
            case (b)
                4'h0: h = 7'b0000001;
                4'h1: h = 7'b1001111;
                4'h2: h = 7'b0010010;
                4'h3: h = 7'b0000110;
                4'h4: h = 7'b1001100;
                4'h5: h = 7'b0100100;
                4'h6: h = 7'b0100000;
                4'h7: h = 7'b0001111;
                4'h8: h = 7'b0000000;
                4'h9: h = 7'b0000100;
                4'ha: h = 7'b0001000;
                4'hb: h = 7'b1100000;
                4'hc: h = 7'b0110001;
                4'hd: h = 7'b1000010;
                4'he: h = 7'b0110000;
                4'hf: h = 7'b0111000;
                default: h = 7'b1111111;
            endcase
        end
        else begin
            h = 7'b1111111;
        end
    end
endmodule
module top(
    input  [3:0] A,
    input  [3:0] B,
    input  [2:0] OP,
    output reg OF,
    output reg ZF,
    output reg [6:0] h       
);
    wire signed [3:0] Y;
    alu alu_inst(
        .A(A),
        .B(B),
        .OP(OP),
        .OF(OF),
        .ZF(ZF),
        .Y(Y)
    );
    bcd7seg bcd7seg_inst(
        .en(1'b1),
        .b(Y),
        .h(h)
    );
endmodule
==> /design/flow/run.sh <==
#!/bin/bash
# OpenROAD 26Q1-2900-gdf79404cd8, Yosys 0.63+post, stock flow scripts
make -C /OpenROAD-flow-scripts/flow DESIGN_CONFIG=/design/flow/config.mk WORK_HOME=/design/flow/orfs finish
==> /design/flow/config.mk <==
export PLATFORM = sky130hd
export DESIGN_NAME = top
export DESIGN_NICKNAME = top
export VERILOG_FILES = /design/flow/design.v
export SDC_FILE = /design/flow/constraint.sdc
export NUM_CORES = 4
export LEC_CHECK = 1
export CORE_AREA = 10 10 74 74
export DIE_AREA = 0 0 84 84
==> /design/flow/constraint.sdc <==
current_design top

set clk_period 3.9
set clk_io_pct 0.2

create_clock -name clk0 -period $clk_period

set non_clock_inputs [all_inputs -no_clocks]
set_input_delay [expr $clk_period * $clk_io_pct] -clock clk0 $non_clock_inputs
set_output_delay [expr $clk_period * $clk_io_pct] -clock clk0 [all_outputs]
==> metrics.log <==
[flow] summary of implementation run
[metrics] result of the run: finished clean
[metrics] global placer's final weighted congestion: 0.872
[metrics] total leakage power: between 0.9 and 1 nW
[metrics] leading area contributor after synthesis: sky130_fd_sc_hd__ha_1
[metrics] post-synth design cell area: between 1000 and 1500 um2
[metrics] Clock Power Share: 0%
[metrics] Setup crit start kind: primary input
[metrics] Data arrival, critical path: slightly above 3000 ps
[metrics] synth top area cells: sky130_fd_sc_hd__ha_1 (21%), sky130_fd_sc_hd__mux2i_1 (7.6%), sky130_fd_sc_hd__inv_1 (6.1%)
[metrics] post-route DRC violation count: 0
[metrics] critical path capture point type: output pin
[metrics] chip width: ~84 um
[metrics] Worst path top cell family by delay: buffers and inverters
[metrics] Critical Path Most Common Cell: sky130_fd_sc_hd__buf_6
[metrics] f_max: about 260 MHz
[metrics] number of I/O pins: 20
[metrics] total number of placement rows: 23
[metrics] accumulated negative setup slack: 0 ps
[metrics] HPWL Detailed: around 2.5 mm
[metrics] cell with the largest stage delay on the worst path: sky130_fd_sc_hd__or3_4
[metrics] count of port buffers added during placement: 20
[metrics] core area: 3970 um2
[metrics] VDD IR-drop max: 0.0774 mV
[metrics] Overall Power: 0.000359 W
[metrics] post-synthesis sequential area ratio: 0%
[metrics] total number of sequential cells: 0
[metrics] Yosys warning count: 2
[metrics] Combinational Area: approximately 1200 um2
[metrics] instance area after placement: between 1500 and 2000 um2
[metrics] area enclosed by the die boundary: 7060 um2
[metrics] Met3 Routed Length: between 100 and 150 um
[metrics] net switching power: around 0.00016 W
[metrics] Total GRT Usage: about a tenth
[metrics] diode count: 0
[metrics] proportion of netlist area held by the largest area contributor: 21.4%
[metrics] routed wire length per instance: between 10 and 15 um
[metrics] CP Data Required Time: 3120 ps
[metrics] type of the worst setup path: in -> out
[metrics] die span in y: about 84 um
[metrics] fraction of power consumed by sequential logic: 0%
[metrics] Critical Path Fanout Max: 6
[metrics] power density relative to cell area: 176 nW/um2
[metrics] clock buffer count: 0
[metrics] relative contribution of combinational cells to total power: ~100%
[metrics] met2 WL: 1.64 mm
[metrics] fraction of layout instances using a drive strength above 1: between 50% and 60%
[metrics] CP bufs+invs: 7
[metrics] post-synthesis chip area from yosys: 1050 um2
[metrics] Tightest Pin Transition: 348 ps
[metrics] synth unique cells: around 47
[metrics] initial antenna violation count: 0
[metrics] number of violations of the max-capacitance limit: 0
[metrics] ANT nets after route: 0
[metrics] switching power share of the total: a little over two fifths
[metrics] number of cells in the yosys synthesis report: between 100 and 150
[metrics] global-route wire length before repair: about 6.2 mm
[metrics] grt ovf: 0
[metrics] highest-count cells in the layout ignoring fill and taps: sky130_fd_sc_hd__buf_4 (59), sky130_fd_sc_hd__nor2_1 (14), sky130_fd_sc_hd__buf_6 (11)
[metrics] number of fill cells: between 300 and 400
[metrics] total count of hold-check failures in the final report: 0
[metrics] RSZ-0062 raised after global routing: true
[metrics] final WL: around 3.6 mm
[metrics] initial core utilization: between 20% and 30%
[metrics] final worst path period share: between 90% and 100%
[metrics] Final setup violation count: 0
[metrics] count of tool warnings: between 40 and 50
[metrics] Int Power: just over 0.0002 W
[metrics] Reg area: 0 um2
[metrics] Min-Delay Path Class: in -> out
[metrics] pin count of the biggest net entering global routing: 16
[metrics] vias after detailed routing: between 1000 and 1500
[metrics] Final Instance Area: a little over 2000 um2
[metrics] area growth from synthesis to final layout: 93.7%
[metrics] DR iter-0 viols: 55
[metrics] fraction of the core area covered by cells at the end of the flow: between 50 and 60%
[metrics] Slew Limit Fails: 0
[metrics] commonest non-fill, non-tap cell in the layout: sky130_fd_sc_hd__buf_4
[metrics] DRT met1 WL: between 1.5 and 2 mm
[metrics] relative max-transition margin: between 70% and 80%
[metrics] synthesized area per cell: roughly 7.2 um2
[metrics] Vias/cell: 4.84
[metrics] via count of the first global-routing pass: around 1300
[metrics] top layer in use: met4
[metrics] count of TritonRoute iterations in the first routing pass: 4
[metrics] cells along the critical path: clkdlybuf4s15_2, inv_2, ha_4, buf_6, nor2b_4, or3_4, o32ai_4, a211oi_2, buf_6, buf_4, buf_6, mux2i_1, o2bb2ai_1, clkbuf_2
[metrics] synthesized netlist cell count: between 100 and 150
[metrics] maximum cell stage delay along the critical path: just under 400 ps
[metrics] shortest period the worst path allows: 3830 ps
-- metrics by stage --
stage | hold slack, ps | std cells | setup WS [ps]
CTS | 2510 | 268 | 2.60
floorplan | 1770 | 146 | 344
detailed placement | 2770 | 250 | -763
global route | 2280 | 276 | -23.6
global placement | 2770 | 250 | -754
finish | 2220 | 276 | 74.6
-- synth_stat cells (2+ instances only) --
library cell,instances
sky130_fd_sc_hd__o2bb2ai_1,4
sky130_fd_sc_hd__buf_1,2
sky130_fd_sc_hd__ha_1,18
sky130_fd_sc_hd__o21ai_0,5
sky130_fd_sc_hd__a31oi_1,2
sky130_fd_sc_hd__clkbuf_1,2
sky130_fd_sc_hd__o21ai_1,2
sky130_fd_sc_hd__nor3_1,9
sky130_fd_sc_hd__nor2b_1,3
sky130_fd_sc_hd__fa_1,2
sky130_fd_sc_hd__o211ai_1,2
sky130_fd_sc_hd__nand2_1,7
sky130_fd_sc_hd__a22oi_1,3
sky130_fd_sc_hd__nor2_1,14
sky130_fd_sc_hd__nand4_1,2
sky130_fd_sc_hd__mux2i_1,8
sky130_fd_sc_hd__buf_2,4
sky130_fd_sc_hd__inv_1,17
sky130_fd_sc_hd__nand2b_1,2
sky130_fd_sc_hd__xnor2_1,4
sky130_fd_sc_hd__a21oi_1,4
sky130_fd_sc_hd__a21o_1,2
sky130_fd_sc_hd__o22ai_1,2
sky130_fd_sc_hd__xor2_1,2
sky130_fd_sc_hd__a211oi_1,2
-- layout make-up --
| type | count | share of cell area [%] |
|---|---|---|
| Timing Repair Buffer | 90 | 34.9 |
| Multi-Input combinational cell | 118 | 58.4 |
| Inverter | 18 | 3.56 |
| Tap cell | 50 | 3.07 |
-- final timing paths --
check | end | cells after the start | startpoint | slack, ps
hold / removal | ZF | 7 | A[0] | 2220
setup / recovery | h[5] | 14 | B[2] | 70
-- cells by family after synthesis --
| family | after synthesis | share of synthesized area (%) |
|---|---|---|
| fa+ha+maj | 20 | 25.2 |
| xor+xnor | 6 | 4.99 |
| simple gates | 44 | 20.9 |
| buf+inv | 28 | 11.5 |
| mux | 8 | 7.60 |
| compound gates | 40 | 29.8 |
-- power groups by stage --
stage                 clock network, W  registers, W  logic, W
after CTS                            0             0  0.000327
after global routing                 0             0  0.000393
final                                0             0  0.000359
-- what timing repair did --
item                                    in CTS  in global routing
pin swaps                                   29                 14
resized                                     87                 27
hold buffers                                 0                  0
buffers inserted                            18                  8
endpoints found under the setup margin       9                  6
-- layer usage --
metal,GRT usage (%),vias to the layer above
met4,0.761,0
met2,16.2,35
met3,1.18,4
met5,0,-
met1,14.0,611
li1,-,687
Power figures rest on the tool's default switching activity, not on a simulated workload.

**design/flow/design.v**
```verilog
module keycode2ascii(
        input [7:0] keycode,
        output [7:0] ascii
    );
    reg [7:0] ascii_r;
    assign ascii = ascii_r;
    always @(*) begin
        case (keycode)
            8'h1C:
                ascii_r = "a";
            8'h32:
                ascii_r = "b";
            8'h21:
                ascii_r = "c";
            8'h23:
                ascii_r = "d";
            8'h24:
                ascii_r = "e";
            8'h2B:
                ascii_r = "f";
            8'h34:
                ascii_r = "g";
            8'h33:
                ascii_r = "h";
            8'h43:
                ascii_r = "i";
            8'h3B:
                ascii_r = "j";
            8'h42:
                ascii_r = "k";
            8'h4B:
                ascii_r = "l";
            8'h3A:
                ascii_r = "m";
            8'h31:
                ascii_r = "n";
            8'h44:
                ascii_r = "o";
            8'h4D:
                ascii_r = "p";
            8'h15:
                ascii_r = "q";
            8'h2D:
                ascii_r = "r";
            8'h1B:
                ascii_r = "s";
            8'h2C:
                ascii_r = "t";
            8'h3C:
                ascii_r = "u";
            8'h2A:
                ascii_r = "v";
            8'h1D:
                ascii_r = "w";
            8'h22:
                ascii_r = "x";
            8'h35:
                ascii_r = "y";
            8'h1A:
                ascii_r = "z";
            8'h45:
                ascii_r = "0";
            8'h16:
                ascii_r = "1";
            8'h1E:
                ascii_r = "2";
            8'h26:
                ascii_r = "3";
            8'h25:
                ascii_r = "4";
            8'h2E:
                ascii_r = "5";
            8'h36:
                ascii_r = "6";
            8'h3D:
                ascii_r = "7";
            8'h3E:
                ascii_r = "8";
            8'h46:
                ascii_r = "9";
            default:
                ascii_r = 8'h00;
        endcase
    end
endmodule
module ps2_keyboard(
        input clk,
        input rst,
        input ps2_clk,
        input ps2_data,
        input nextdata,
        output wire [7:0] data,
        output reg ready,
        output reg overflow
    );
    reg [9:0] buffer;  
    reg [7:0] fifo[7:0];  
    reg [2:0] w_ptr, r_ptr;  
    reg [3:0] count;  
    reg [2:0] ps2_clk_sync;
    always @(posedge clk) begin
        ps2_clk_sync <= {ps2_clk_sync[1:0], ps2_clk};
    end
    wire sampling = ps2_clk_sync[2] & ~ps2_clk_sync[1];
    always @( posedge clk ) begin
        if ( rst ) begin  
            count <= 0;
            w_ptr <= 0;
            r_ptr <= 0;
            overflow <= 0;
            ready<= 0;
        end
        else begin
            if ( ready ) begin  
                if( nextdata == 1'b1 )  
                begin
                    r_ptr <= r_ptr + 3'b1;
                    if( w_ptr == (r_ptr + 1'b1) ) begin  
                        ready <= 1'b0;
                    end
                end
            end
            if ( sampling ) begin
                if ( count == 4'd10 ) begin  
                    if ((buffer[0] == 0) &&  
                            (ps2_data) &&  
                            (^buffer[9:1]))  
                    begin
                        fifo[w_ptr] <= buffer[8:1];  
                        w_ptr <= w_ptr + 3'b1;
                        ready <= 1'b1;
                        overflow <= overflow | (r_ptr == (w_ptr + 3'b1));
                    end
                    count <= 0;  
                end
                else begin
                    buffer[count] <= ps2_data;  
                    count <= count + 3'b1;
                end
            end
        end
    end
    assign data = fifo[r_ptr];  
endmodule
module ps2_out(
        input clk,
        input rst,
        input ps2_clk,
        input ps2_data,
        output reg [7:0] keycode,
        output wire [7:0] ascii,
        output reg [7:0] count,
        output reg display_en
    );
    wire ready;
    wire overflow;
    wire [7:0] scan_code;
    keycode2ascii keycode2ascii_inst(
                      .keycode(keycode),
                      .ascii(ascii)
                  );
    ps2_keyboard keyboard_inst(
                     .clk(clk),
                     .rst(rst),
                     .ps2_clk(ps2_clk),
                     .ps2_data(ps2_data),
                     .nextdata(1'b1),
                     .data(scan_code),
                     .ready(ready),
                     .overflow(overflow)
                 );
    localparam sIDLE = 0, sHold = 1, sRel = 2;
    reg [1:0] cur_state, next_state;
    always @(posedge clk) begin
        if (rst) begin
            cur_state <= sIDLE;
        end
        else begin
            cur_state <= next_state;
        end
    end
    always @(*) begin
        next_state = cur_state;
        case (cur_state)
            sIDLE: begin
                if (ready) begin
                    if (scan_code != 8'hF0)  
                        next_state = sHold;
                end
            end
            sHold: begin
                if (ready) begin
                    if (scan_code == 8'hF0)  
                        next_state = sRel;
                end
            end
            sRel: begin
                if (ready) begin
                    next_state = sIDLE;
                end
            end
        endcase
    end
    always @(posedge clk) begin
        if (rst) begin
            keycode <= 8'h00;
            display_en <= 1'b0;
            count <= 8'h00;
        end
        else begin
            if (ready) begin
                case (cur_state)
                    sIDLE: begin
                        if (scan_code != 8'hF0) begin  
                            keycode <= scan_code;
                            display_en <= 1'b1;  
                        end
                    end
                    sHold: begin
                        if (scan_code != 8'hF0) begin
                            keycode <= scan_code;
                        end
                    end
                    sRel: begin
                        if (!overflow) begin
                            count <= count + 1;
                        end
                        display_en <= 1'b0;
                        keycode <= 8'h00;
                    end
                endcase
            end
        end
    end
endmodule
```
**design/flow/run.sh**
```bash
#!/bin/bash
# OpenROAD 26Q1-2900-gdf79404cd8, Yosys 0.63+post, stock flow scripts
make -C /OpenROAD-flow-scripts/flow DESIGN_CONFIG=/design/flow/config.mk WORK_HOME=/design/flow/orfs finish
```
**design/flow/config.mk**
```make
export PLATFORM = sky130hd
export DESIGN_NAME = ps2_out
export DESIGN_NICKNAME = ps2_out
export VERILOG_FILES = /design/flow/design.v
export SDC_FILE = /design/flow/constraint.sdc
export NUM_CORES = 4
export LEC_CHECK = 1
export CORE_UTILIZATION = 30
```
**design/flow/constraint.sdc**
```tcl
current_design ps2_out

set clk_period 5.0
set clk_io_pct 0.2

create_clock -name clk0 -period $clk_period [get_ports {clk}]

set non_clock_inputs [all_inputs -no_clocks]
set_input_delay [expr $clk_period * $clk_io_pct] -clock clk0 $non_clock_inputs
set_output_delay [expr $clk_period * $clk_io_pct] -clock clk0 [all_outputs]
```
==> impl_metrics.csv <==
group,metric,value,unit
global_routing,grt_usage,13.24,%
clock_tree,clk_pin_slew_worst_setup_hold_paths,50,ps
setup_path,criticalPathCategory,"register to register",
power_and_ir_drop,cellPowerDensity,337.2,mW/mm^2
clock_tree,cts-htree-levels,4,
drt,topRoutingLayerUsed,"met4",
drt,met1_layer_wirelength_in_the_final_routing,5317,um
logic_synthesis,total_number_of_yosys_warnings,3,
setup_path,timing.critical_path.arrival,4130,ps
global_routing,first_global_vias,3730,
clock_tree,cts_setup_buffers,0,
logic_synthesis,post_synthesis_cell_count_from_yosys,486,
logic_synthesis,synthesis.area_per_instance,11.75,um^2
drt,drtPass1Iterations,4,
drt,dr_wl_met3,877,um
global_routing,sum_of_overflow_across_all_layers_after_global_routing,0,
logic_synthesis,ys_seq_share,54.70,%
drt,drt_iter0_drc,228,
run,log.warning_count,32,
clock_tree,cts_tree,"done",
setup_path,rr_worst_depth,11,
sta,slew_viol_final,0,
cells_and_area,layout_top_cell_excl_fill_tap,"sky130_fd_sc_hd__edfxtp_1",
drt,wl_per_cell,15.72,um
drt,detail-route-antenna-nets,0,
placed_design,port_buffers,27,
status,status,"completed",
clock_tree,clock_insertion_delay_at_the_later_pin_of_the_skew_report,410,ps
logic_synthesis,yosysTopAreaCell,"sky130_fd_sc_hd__edfxtp_1",
global_routing,number_of_antenna_violations_at_the_first_check_in_global_routing,0,
sta,final_critical_path_setup_slack,1164,ps
clock_tree,numCtsBuffers,17,
logic_synthesis,netlist.area_leader.share,38.92,%
logic_synthesis,syn-instance-count,486,
sta,fin_skew,7.300,ps
clock_tree,clockRootBuffer,"sky130_fd_sc_hd__clkbuf_16",
cells_and_area,mostFrequentLayoutCells,"74 x sky130_fd_sc_hd__edfxtp_1, 50 x sky130_fd_sc_hd__nand2_1, 47 x sky130_fd_sc_hd__nor2_1",
placed_design,place_congestion,0.8576,
logic_synthesis,post_synth_instance_area,0.005709,mm^2
run,cap_viol_max_count,0,
power_and_ir_drop,worst_vdd_rail_ir_drop,0.2298,mV
global_routing,grt_max_degree,32,
floorplan,die_width,140.0,um
logic_synthesis,dominantRegCellSynth,"sky130_fd_sc_hd__edfxtp_1",
sta,maxSlewHeadroom,39.99,%
drt,vias,3831,
cells_and_area,area.growth.synth_to_final,19.04,%
global_routing,wire_length_of_the_first_global_routing_pass,19500,um
drt,avgViaCountPerCell,5.001,
logic_synthesis,post_synth_num_cell_types,70,
drt,routed_wl,12050,um
clock_tree,clk_path_buf_depth,2,
sta,unrepaired_setup_endpoints_after_global_routing,"no",
logic_synthesis,enable_flop_cells,74,
hold_path,hold_path.startpoint,"keyboard_inst.ps2_clk_sync[0]$_DFF_P_",
cells_and_area,post_route_cells_drive_above_1_share,14.29,%
placed_design,dp_worst_setup_slack,1177,ps
clock_tree,clock_sink_count,119,
sta,hold_ws,325.7,ps
sta,accumulated_negative_setup_slack,0,ps
hold_path,worstHoldPathType,"register to register",
logic_synthesis,async_reset_ff_share,0,%
sta,final_min_period_over_clock_period,76.71,%
floorplan,floorplan.rows,50,
setup_path,worstPathMaxFanout,16,
sta,finalHoldViolations,0,
hold_path,whs_path_depth,0,
sta,finalWorstPathRequiredPeriod,3836,ps
logic_synthesis,synth-area-yosys,0.005709,mm^2
floorplan,coreArea,0.01871,mm^2
logic_synthesis,yosys_register_bits,119,
sta,setup_viol,0,
floorplan,ios,29,
sta,worstMarginPinSlew,894.1,ps
setup_path,worstPathRequired,5300,ps
setup_path,reg2reg_setup_slack,1160,ps
clock_tree,cts-resized-gates,0,
drt,drc,0,
clock_tree,hold_buffers,0,
floorplan,die-height,140.0,um
floorplan,initial_utilization,30.52,%
drt,met2_wire_length,5707,um
logic_synthesis,post_synth_main_area_contributors,"sky130_fd_sc_hd__edfxtp_1 39%, sky130_fd_sc_hd__dfxtp_1 16%, sky130_fd_sc_hd__mux4_2 6.3%",
floorplan,die-area,0.01959,mm^2
drt,final_antenna_diode_count,0,
placed_design,place_hpwl,8303,um
power_and_ir_drop,total_leakage_power,2.362,nW
setup_path,critical_path.endpoint_type,"register",
sta,fmax,0.2607,GHz
hold_path,min_to,"keyboard_inst.ps2_clk_sync[1]$_DFF_P_",
setup_path,cp-start-kind,"register",
-- Yosys cell counts (6+ instances only) --
cell type	instances
sky130_fd_sc_hd__clkbuf_1	9
sky130_fd_sc_hd__xor2_1	10
sky130_fd_sc_hd__ha_1	13
sky130_fd_sc_hd__nand3_1	19
sky130_fd_sc_hd__mux4_2	16
sky130_fd_sc_hd__nor3_1	9
sky130_fd_sc_hd__dfxtp_1	45
sky130_fd_sc_hd__mux2i_1	14
sky130_fd_sc_hd__a21oi_1	22
sky130_fd_sc_hd__nor2b_1	10
sky130_fd_sc_hd__xnor2_1	16
sky130_fd_sc_hd__inv_1	17
sky130_fd_sc_hd__nand4_1	6
sky130_fd_sc_hd__nor3b_1	6
sky130_fd_sc_hd__nor2_1	47
sky130_fd_sc_hd__nand2_1	50
sky130_fd_sc_hd__edfxtp_1	74
sky130_fd_sc_hd__o21ai_0	12
-- metrics by stage --
step	instance area, um^2	util (%)	power [mW]	std cells
final	6797	36.33	2.292	766
after global routing	6797	36.33	2.366	766
after global placement	6207	33.18	1.111	734
after detailed placement	6207	33.18	1.112	734
after floorplan	5709	-	1.098	486
after CTS	6797	36.33	2.319	766
-- report_power, final --
group	switching (mW)	total [mW]	internal (mW)
clock	0.420	1.20	0.781
sequential	0.00810	1.05	1.04
combinational	0.0242	0.0411	0.0169
-- layout make-up --
| class | count | area [um^2] |
|---|---|---|
| well taps | 234 | 292.8 |
| repair buffers | 39 | 360.3 |
| inverters | 18 | 72.57 |
| fillers | 1746 | 11910 |
| clock buffers | 19 | 432.9 |
| flip-flops and latches | 119 | 3123 |
| clock inverters | 13 | 156.4 |
| multi-input cells | 324 | 2359 |
-- routing by layer --
metal,vias up,GRT usage (%)
met5,-,0
met3,11,5.329
met4,0,1.735
met1,1812,18.29
li1,1865,-
met2,143,20.84
-- state kept, by name, summed over array words and instances (netlist names), named ones only --
name and cells:
count 8, keyboard_inst.ps2_clk_sync 3, keyboard_inst.ready 1, keyboard_inst.fifo 64, keyboard_inst.count 4, keyboard_inst.overflow 1
keyboard_inst.buffer 10, cur_state 3, display_en 1, keycode 8, keyboard_inst.r_ptr 3, keyboard_inst.w_ptr 3
-- worst max-delay path by stage --
stage | slack (ps) | to | from | depth (start not counted)
CTS | 1120 | register | register | 11
global route | 880 | register | register | 11
finish | 1160 | register | register | 11
-- cells by family after synthesis --
family	count (synthesis)	synth area share, %
buffers and inverters	43	3.988
adder cells (fa/ha/maj)	13	2.849
multiplexers	35	9.818
XOR/XNOR	26	3.988
AND/OR/NAND/NOR	171	14.57
AND-OR/OR-AND	78	10.02
flip-flops	119	54.70
other	1	0.06568
-- critical path, cell delays in order (launching register included) --
cell                      delay, ps
sky130_fd_sc_hd__dfxtp_1        800
sky130_fd_sc_hd__mux4_2         410
sky130_fd_sc_hd__mux2_4         300
sky130_fd_sc_hd__nor4_4         350
sky130_fd_sc_hd__and2_4         300
sky130_fd_sc_hd__a31oi_2        100
sky130_fd_sc_hd__buf_4          200
sky130_fd_sc_hd__inv_1          300
sky130_fd_sc_hd__nand2_1        150
sky130_fd_sc_hd__a21oi_1        340
sky130_fd_sc_hd__nor2_1         100
sky130_fd_sc_hd__o41ai_1        360
No activity file was given, so power comes from the tool's default toggle rates.
